==> design.v <==
module UART(
	input 		clock, rst, send,
	input [1:0]	buad_rate,
	input [7:0] data_in, 
	input [1:0] parity_type, 	 
	input 		stop_bits, 		 
	input 		data_length, 	 
	output reg 	data_out, 		 
	output reg 	p_parity_out, 	 
	output reg 	tx_active, 		 
	output reg 	tx_done 		 
);
	reg parity_out, baud_out;
	reg [10:0] frame_out;
parity_gen1		parity_gen1 (rst, data_in, parity_type, parity_out);
frame_gen	frame_gen1  (rst, data_in, parity_out, parity_type, stop_bits, data_length, frame_out);
baud_gen	   baud_gen1	(clock, baud_rate, baud_out);
piso   shift_reg1(rst, frame_out,parity_type,parity_out,stop_bits,send,baud_out,data_out,p_parity_out,tx_active,tx_done);
endmodule 
module baud_gen(clock,baud_rate,baud_out);
  input clock;
  output reg baud_out;
  input [1:0] baud_rate;
  reg [14:0] counter;
  integer div; 
  always@(posedge clock )
  begin
    case(baud_rate)
      2'b00:begin
        div<=20833;
      end 
      2'b01:begin
        div<=10416;
      end 
      2'b10:begin
        div<=5208;
      end
      2'b11:begin
        div<=2604;
      end 
    endcase
    if(counter==div)
      begin
        baud_out=~baud_out;
        counter<=0;
      end
    else counter<=counter+1;   
  end
endmodule 
module frame_gen (rst, data_in, parity_out, parity_type, stop_bits, data_length, frame_out);
input rst,data_length,stop_bits,parity_out;
input [7:0] data_in;input [1:0] parity_type;
output reg [11:0] frame_out; 
wire stop=1;
wire start_bit=0;
reg [7:0]data_in_internal;
always @(*) begin
  data_in_internal<={data_in[0],data_in[1],data_in[2],data_in[3]
                     ,data_in[4],data_in[5],data_in[6],data_in[7]};
  if(rst) begin
    frame_out <=11'd2047; 
  end
  else begin
    if(stop_bits)begin
      if(data_length)begin
        if(parity_type==2'b00 || parity_type==2'b11)
          frame_out <= {start_bit,data_in_internal,stop,stop};
        else frame_out <= {start_bit,data_in_internal,parity_out,stop,stop};
      end
      else begin
        if(parity_type==2'b00 || parity_type==2'b11)
          frame_out <= {start_bit,data_in_internal[7:1],stop,stop};
        else frame_out <= {start_bit,data_in_internal[7:1],parity_out,stop,stop};
      end 
    end
  else begin
    if(data_length)begin
        if(parity_type==2'b00 || parity_type==2'b11)
          frame_out <= {start_bit,data_in_internal,stop};
        else frame_out <= {start_bit,data_in_internal,parity_out,stop};
      end
      else begin
        if(parity_type==2'b00 || parity_type==2'b11)
          frame_out <= {start_bit,data_in_internal[7:1],stop};
        else frame_out <= {start_bit,data_in_internal[7:1],parity_out,stop};
      end 
  end
  end
end
endmodule 
module parity_gen1(rst,data_in,parity_type,parity_out);
  input  rst;
  input [7:0] data_in; 
	input [1:0] parity_type;
	output reg parity_out;
	reg temp;
	always@(rst,parity_type,data_in)
	  begin
	    if(rst)
	      parity_out<=1'b0;
	    else 
	      begin
	        temp=(data_in[0] ^data_in[1] ^data_in[2] ^data_in[3]);
	        temp=(temp ^data_in[4] ^data_in[5]);
	        temp=(temp^ data_in[6]^ data_in[7]);
	        case(parity_type)
	          2'b01: parity_out<=temp;
	          2'b10:parity_out<=~temp;
	          2'b11:parity_out<=~temp;
	        endcase
	      end
	  end
endmodule 
module piso(rst,frame_out,parity_type,parity_out,stop_bits,send,baud_out,data_out,p_parity_out,tx_active,tx_done);
input rst;
input [11:0] frame_out;
input [1:0] parity_type;
input  stop_bits;
input  send;                     
input baud_out;
input parity_out;
output reg  data_out;
output reg p_parity_out;
output reg tx_active;
output reg tx_done;
reg [11:0]SR_reg;  
reg [4:0]counter;
always@(posedge baud_out)
if (rst)
begin
data_out<=1;
tx_active<=0;
tx_done<=0;
p_parity_out<=1'b0;
end
else begin
if(parity_type==2'b11) p_parity_out<=parity_out;
else p_parity_out<=1'b0;
if(send)begin
SR_reg<=frame_out[11:0];
tx_active<=1;
counter<=0;
end 
else begin
data_out<=SR_reg[11];
SR_reg<={SR_reg[10:0],1'b0};
if (SR_reg==0) tx_done<=0;
else if (counter<11)begin
  tx_active<=1;
  counter<=counter+1;
  tx_done<=0;
end
else begin
  counter<=0;
  tx_done<=1;
  tx_active<=0;
end
end  
end
endmodule 
==> run.sh <==
#!/bin/bash
# OpenROAD 26Q1-2900-gdf79404cd8, Yosys 0.63+post, stock flow scripts
make -C /OpenROAD-flow-scripts/flow DESIGN_CONFIG=/design/flow/config.mk WORK_HOME=/design/flow/orfs finish
==> config.mk <==
export PLATFORM = sky130hd
export DESIGN_NAME = UART
export DESIGN_NICKNAME = UART
export VERILOG_FILES = /design/flow/design.v
export SDC_FILE = /design/flow/constraint.sdc
export NUM_CORES = 4
export LEC_CHECK = 1
export CORE_UTILIZATION = 30
==> constraint.sdc <==
current_design UART

set clk_period 1.8
set clk_io_pct 0.2

create_clock -name clk0 -period $clk_period [get_ports {clock}]

set non_clock_inputs [all_inputs -no_clocks]
set_input_delay [expr $clk_period * $clk_io_pct] -clock clk0 $non_clock_inputs
set_output_delay [expr $clk_period * $clk_io_pct] -clock clk0 [all_outputs]
==> flow_summary.json <==
{
  "status": "completed",
  "worstPathCellList": "or4b_4 > nor3_4 > buf_4 > nor2_1",
  "yosys_warnings": 9,
  "crit_buf_inv": 1,
  "syn_area_um2": 1800,
  "dr.first_iter.drc_count": 35,
  "edf_count": 18,
  "top_area_share_pct": 30.0,
  "finalCritPeriodShare_pct": 76.7,
  "yosys.area.top_type": "edfxtp_1",
  "grt_pass1_wl_um": 4840,
  "cts_max_level": 1,
  "worstMarginPinSlew_ns": 0.832,
  "cp_top_family": "simple AND/OR/NAND/NOR gates",
  "drt_wl_total_um": 2880,
  "finClkSkew_ns": 0.00662,
  "port_buffers": 18,
  "viasPerCell": 4.61,
  "rr_startpoint": "baud_gen1.counter[1]",
  "die_h_um": 79.5,
  "untimed_endpoints": 42,
  "overflow": 0,
  "first_global_vias": 1138,
  "synth-async-reset-ratio_pct": 0,
  "clkLatencyLatePin_ns": 0.24,
  "grt_max_degree": 27,
  "reg2reg_to": "baud_gen1.counter[2]",
  "synth-seq-cells": 34,
  "warning_count": 29,
  "crit_fanout": 8,
  "dieWidth_um": 79.5,
  "fmax_mhz": 724,
  "crit_required_ns": 1.92,
  "path_class": "flop to flop",
  "rows": 27,
  "setup_tns_ns": 0,
  "first_pass_iters": 4,
  "synth_area_per_cell_um2": 10.5,
  "p_leak_uw": 0.000830,
  "largest_reg_flops": 12,
  "num_vias": 1194,
  "finalCriticalPeriod_ns": 1.38,
  "cts.clk_slew.worst_paths_ns": 0.05,
  "cts.path.max_buffers": 2,
  "cts_resized": 0,
  "cpPeakStageDelay_ns": 0.55,
  "drv_cap": 0,
  "hold_buffers": 0,
  "ff_type": "edfxtp_1",
  "crit_start": "baud_gen1.counter[1]",
  "reg2reg_depth": 4,
  "dp_hpwl_um": 2200,
  "synthTopCellsByArea": "edfxtp_1 30%, dfxtp_1 17%, mux2i_1 12%, xnor2_1 5.8%, nor2_1 4.4%",
  "diodes": 0,
  "place_congestion": 0.760,
  "powerDensity_nw_per_um2": 359,
  "maxSlewHeadroom_pct": 44.4,
  "synth_cell_types": 35,
  "ios": 21,
  "r2r_slack_ns": 0.42,
  "peakVddDrop_mv": 0.409,
  "cts_setup_buffers": 0,
  "setup.worst_path.end_class": "flop",
  "setup_viol": 0,
  "crit_arrival_ns": 1.51,
  "cts_tree": "built",
  "slew_violations": 0,
  "cp_slowest_cell": "or4b_4",
  "antenna_found_initial": 0,
  "path_depth": 4,
  "chip_area_um2": 6320,
  "rsz0062_at_grt": "false",
  "initCoreUtil_pct": 31.9,
  "grt_usage_pct": 9.67,
  "ant_nets": 0,
  "wl_per_cell_um": 11.1,
  "power_uw": 750,
  "area_growth_pct": 16.0,
  "finalHoldViolations": 0,
  "hp-class": "flop to flop",
  "synth_cells": 171,
  "startpoint_type": "flop",
  "fillers": 540,
  "cp-endpoint": "baud_gen1.counter[2]",
  "cts_root_buf": "clkbuf_8",
  "core_area_um2": 5640,
  "ys_cells": 171,
  "layout-drive-gt1-share_pct": 4.81,
  "unclocked_regs": 22,
  "cts-buffers-inserted": 3,
  "drcViolationCount": 0,
  "ys_area_um2": 1800
}
-- worst min path at each step --
stage	from	end	cells after the start
6_report	baud_gen1.counter[10]	baud_gen1.counter[10]	1
4_1_cts	baud_gen1.counter[10]	baud_gen1.counter[10]	1
5_1_grt	baud_gen1.counter[10]	baud_gen1.counter[10]	1
-- final cells by class --
cell class / count / area (µm²) / area share (%)
Timing Repair Buffer: 20 / 195 / 9.35
Inverter: 5 / 18.8 / 0.899
Tap cell: 72 / 90.1 / 4.31
Clock buffer: 4 / 45.0 / 2.16
Multi-Input combinational cell: 124 / 883 / 42.3
Sequential cell: 34 / 856 / 41.0
-- report_power, final --
part	switching, µW	internal [µW]	leakage, µW	total, µW
logic	106	110	0.000502	216
clock network	92.3	155	0.0000228	248
registers	0.341	285	0.000306	285
total	199	551	0.000830	750
-- layout by cell type, fill, tap and decap left out, types with 2 or more instances in the layout --
master and n:
mux2i_1 21, nor2_1 21, edfxtp_1 18, clkdlybuf4s50_1 18
dfxtp_1 15, a21oi_1 12, xnor2_1 12, nand2_1 10
nand3_1 6, and3_1 6, inv_1 5, xor2_1 5
ha_1 5, nor2b_1 4, nor4_1 3, clkbuf_8 3
a31oi_1 2, mux2_2 2, buf_4 2
-- worst reg2reg max path: stages, from the launching register on --
cell and delay, ns:
dfxtp_1 0.33, or4b_4 0.55, nor3_4 0.14, buf_4 0.19
nor2_1 0.05
-- stage by stage --
step / cell area, µm² / std cells / hold WS (ns) / util (%) / setup WS [ns]
floorplan: 1800 / 171 / 0.426 / - / 0.373
global route: 2090 / 259 / 0.489 / 37.0 / 0.353
finish: 2090 / 259 / 0.466 / 37.0 / 0.419
global placement: 2040 / 255 / 0.445 / 36.2 / 0.443
CTS: 2090 / 259 / 0.467 / 37.0 / 0.419
detailed placement: 2040 / 255 / 0.457 / 36.2 / 0.429
-- Yosys cell counts (3+ instances only) --
library cell,count
and3_1,6
nor2b_1,4
ha_1,5
xor2_1,5
nor2_1,21
mux2i_1,21
xnor2_1,12
nand3_1,6
inv_1,5
edfxtp_1,18
a21oi_1,12
dfxtp_1,15
buf_4,3
clkbuf_1,4
nand2_1,10
nor4_1,3
-- cells by family after synthesis --
logic type | count (synthesis) | synth area share [%]
latches | 1 | 0.834
other | 1 | 0.208
multiplexers | 23 | 12.9
AND/OR/NAND/NOR | 56 | 16.0
XOR/XNOR | 18 | 9.52
buffers and inverters | 13 | 3.40
adder cells (fa/ha/maj) | 5 | 3.47
flip-flops | 33 | 46.7
AND-OR/OR-AND | 21 | 6.95
-- per-layer routing --
metal  vias up  global-route usage, %  part of all wire [%]
li1        634                      -                     -
met1       551                   14.6                    52
met2         7                   15.6                    45
met3         2                   1.51                   1.9
met4         0                   1.09                  0.45
met5         -                      0                     0
Power and IR drop assume default switching activity.
